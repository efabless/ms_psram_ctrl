File: config.mk
export PLATFORM = sky130hd
export DESIGN_NAME = EF_PSRAM_CTRL_wb
export DESIGN_NICKNAME = EF_PSRAM_CTRL_wb
export VERILOG_FILES = /design/flow/design.v
export SDC_FILE = /design/flow/constraint.sdc
export NUM_CORES = 4
export LEC_CHECK = 1
export CORE_UTILIZATION = 40
File: constraint.sdc
current_design EF_PSRAM_CTRL_wb

set clk_period 6.5
set clk_io_pct 0.2

create_clock -name clk0 -period $clk_period [get_ports {clk_i}]

set non_clock_inputs [all_inputs -no_clocks]
set_input_delay [expr $clk_period * $clk_io_pct] -clock clk0 $non_clock_inputs
set_output_delay [expr $clk_period * $clk_io_pct] -clock clk0 [all_outputs]
File: design.v
`timescale              1ns/1ps
`default_nettype        none
module PSRAM_READER (
    input   wire            clk,
    input   wire            rst_n,
    input   wire [23:0]     addr,
    input   wire            rd,
    input   wire [2:0]      size,
    output  wire            done,
    output  wire [31:0]     line,      
    output  reg             sck,
    output  reg             ce_n,
    input   wire [3:0]      din,
    output  wire [3:0]      dout,
    output  wire            douten
);
    localparam  IDLE = 1'b0, 
                READ = 1'b1;
    wire [7:0]  FINAL_COUNT = 19 + size*2;  
    reg         state, nstate;
    reg [7:0]   counter;
    reg [23:0]  saddr;
    reg [7:0]   data [3:0]; 
    wire[7:0]   CMD_EBH = 8'heb;
    always @*
        case (state)
            IDLE: if(rd) nstate = READ; else nstate = IDLE;
            READ: if(done) nstate = IDLE; else nstate = READ;
        endcase 
    always @ (posedge clk or negedge rst_n)
        if(!rst_n) state = IDLE;
        else state <= nstate;
    always @ (posedge clk or negedge rst_n)
        if(!rst_n) 
            sck <= 1'b0;
        else if(~ce_n) 
            sck <= ~ sck;
        else if(state == IDLE) 
            sck <= 1'b0;
    always @ (posedge clk or negedge rst_n)
        if(!rst_n) 
            ce_n <= 1'b1;
        else if(state == READ) 
            ce_n <= 1'b0;
        else 
            ce_n <= 1'b1;
    always @ (posedge clk or negedge rst_n)
        if(!rst_n) 
            counter <= 8'b0;
        else if(sck & ~done) 
            counter <= counter + 1'b1;
        else if(state == IDLE) 
            counter <= 8'b0;
    always @ (posedge clk or negedge rst_n)
        if(!rst_n) 
            saddr <= 24'b0;
        else if((state == IDLE) && rd) 
            saddr <= {addr[23:0]};
    wire[7:0] byte_index = counter/2 - 10;
    always @ (posedge clk)
        if(counter >= 20 && counter <= FINAL_COUNT)
            if(sck) 
                data[byte_index] <= {data[byte_index][3:0], din};  
    assign dout     =   (counter < 8)   ?   CMD_EBH[7 - counter]:
                        (counter == 8)  ?   saddr[23:20]        : 
                        (counter == 9)  ?   saddr[19:16]        :
                        (counter == 10) ?   saddr[15:12]        :
                        (counter == 11) ?   saddr[11:8]         :
                        (counter == 12) ?   saddr[7:4]          :
                        (counter == 13) ?   saddr[3:0]          :
                        4'h0;    
    assign douten   = (counter < 14);
    assign done     = (counter == FINAL_COUNT+1);
    generate
        genvar i; 
        for(i=0; i<4; i=i+1)
            assign line[i*8+7: i*8] = data[i];
    endgenerate
endmodule
module PSRAM_WRITER (
    input   wire            clk,
    input   wire            rst_n,
    input   wire [23:0]     addr,
    input   wire [31: 0]    line,
    input   wire [2:0]      size,
    input   wire            wr,
    output  wire            done,
    output  reg             sck,
    output  reg             ce_n,
    input   wire [3:0]      din,
    output  wire [3:0]      dout,
    output  wire            douten
);
    localparam  DATA_START = 14;
    localparam  IDLE = 1'b0, 
                READ = 1'b1;
    wire[7:0]        FINAL_COUNT = 13 + size*2;
    reg         state, nstate;
    reg [7:0]   counter;
    reg [23:0]  saddr;
    reg [7:0]   data [3:0]; 
    wire[7:0]   CMD_38H = 8'h38;
    always @*
        case (state)
            IDLE: if(wr) nstate = READ; else nstate = IDLE;
            READ: if(done) nstate = IDLE; else nstate = READ;
        endcase 
    always @ (posedge clk or negedge rst_n)
        if(!rst_n) state = IDLE;
        else state <= nstate;
    always @ (posedge clk or negedge rst_n)
        if(!rst_n) 
            sck <= 1'b0;
        else if(~ce_n) 
            sck <= ~ sck;
        else if(state == IDLE) 
            sck <= 1'b0;
    always @ (posedge clk or negedge rst_n)
        if(!rst_n) 
            ce_n <= 1'b1;
        else if(state == READ) 
            ce_n <= 1'b0;
        else 
            ce_n <= 1'b1;
    always @ (posedge clk or negedge rst_n)
        if(!rst_n) 
            counter <= 8'b0;
        else if(sck & ~done) 
            counter <= counter + 1'b1;
        else if(state == IDLE) 
            counter <= 8'b0;
    always @ (posedge clk or negedge rst_n)
        if(!rst_n) 
            saddr <= 24'b0;
        else if((state == IDLE) && wr) 
            saddr <= addr;
    assign dout     =   (counter < 8)   ?   CMD_38H[7 - counter]:
                        (counter == 8)  ?   saddr[23:20]        : 
                        (counter == 9)  ?   saddr[19:16]        :
                        (counter == 10) ?   saddr[15:12]        :
                        (counter == 11) ?   saddr[11:8]         :
                        (counter == 12) ?   saddr[7:4]          :
                        (counter == 13) ?   saddr[3:0]          :
                        (counter == 14) ?   line[7:4]           :
                        (counter == 15) ?   line[3:0]           :
                        (counter == 16) ?   line[15:12]         :
                        (counter == 17) ?   line[11:8]          :
                        (counter == 18) ?   line[23:20]         :
                        (counter == 19) ?   line[19:16]         :
                        (counter == 20) ?   line[31:28]         :
                        line[27:24];               
    assign douten   = (~ce_n);
    assign done     = (counter == FINAL_COUNT);
endmodule
`timescale              1ns/1ps
`default_nettype        none
module EF_PSRAM_CTRL_wb (
    input   wire        clk_i,
    input   wire        rst_i,
    input   wire [31:0] adr_i,
    input   wire [31:0] dat_i,
    output  wire [31:0] dat_o,
    input   wire [3:0]  sel_i,
    input   wire        cyc_i,
    input   wire        stb_i,
    output  wire        ack_o,
    input   wire        we_i,
    output  wire            sck,
    output  wire            ce_n,
    input   wire [3:0]      din,
    output  wire [3:0]      dout,
    output  wire [3:0]      douten     
);
    localparam  ST_IDLE = 1'b0,
                ST_WAIT = 1'b1;
    wire        mr_sck; 
    wire        mr_ce_n; 
    wire [3:0]  mr_din; 
    wire [3:0]  mr_dout; 
    wire        mr_doe;
    wire        mw_sck; 
    wire        mw_ce_n; 
    wire [3:0]  mw_din; 
    wire [3:0]  mw_dout; 
    wire        mw_doe;
    wire        mr_rd;
    wire        mr_done;
    wire        mw_wr;
    wire        mw_done;
    wire        doe;
    wire        wb_valid        =   cyc_i & stb_i;
    wire        wb_we           =   we_i & wb_valid;
    wire        wb_re           =   ~we_i & wb_valid;
    wire[3:0]   wb_byte_sel     =   sel_i & {4{wb_we}};
    reg         state, nstate;
    always @ (posedge clk_i or posedge rst_i)
        if(rst_i) 
            state <= ST_IDLE;
        else 
            state <= nstate;
    always @* begin
        case(state)
            ST_IDLE :   
                if(wb_valid) 
                    nstate = ST_WAIT;
                else
                    nstate = ST_IDLE;
            ST_WAIT :   
                if((mw_done & wb_we) | (mr_done & wb_re))   
                    nstate = ST_IDLE;
                else
                    nstate = ST_WAIT; 
        endcase
    end
    wire [2:0]  size =  (sel_i == 4'b0001) ? 1 :
                        (sel_i == 4'b0010) ? 1 :
                        (sel_i == 4'b0100) ? 1 :
                        (sel_i == 4'b1000) ? 1 :
                        (sel_i == 4'b0011) ? 2 :
                        (sel_i == 4'b1100) ? 2 :
                        (sel_i == 4'b1111) ? 4 : 4;
    wire [7:0]  byte0 = (sel_i[0])          ? dat_i[7:0]   :
                        (sel_i[1] & size==1)? dat_i[15:8]  :
                        (sel_i[2] & size==1)? dat_i[23:16] :
                        (sel_i[3] & size==1)? dat_i[31:24] :
                        (sel_i[2] & size==2)? dat_i[23:16] :
                        dat_i[7:0];
    wire [7:0]  byte1 = (sel_i[1])          ? dat_i[15:8]  :
                        dat_i[31:24];
    wire [7:0]  byte2 = dat_i[23:16];
    wire [7:0]  byte3 = dat_i[31:24];
    wire [31:0] wdata = {byte3, byte2, byte1, byte0}; 
    wire [1:0]  waddr = (size==1 && sel_i[0]==1) ? 2'b00 :
                        (size==1 && sel_i[1]==1) ? 2'b01 :
                        (size==1 && sel_i[2]==1) ? 2'b10 :
                        (size==1 && sel_i[3]==1) ? 2'b11 :
                        (size==2 && sel_i[2]==1) ? 2'b10 :
                        2'b00;
    assign mr_rd    = ( (state==ST_IDLE ) & wb_re );
    assign mw_wr    = ( (state==ST_IDLE ) & wb_we );
    PSRAM_READER MR (   
        .clk(clk_i), 
        .rst_n(~rst_i), 
        .addr({adr_i[23:2],2'b0}), 
        .rd(mr_rd), 
        .size(3'd4),
        .done(mr_done), 
        .line(dat_o),
        .sck(mr_sck), 
        .ce_n(mr_ce_n), 
        .din(mr_din), 
        .dout(mr_dout), 
        .douten(mr_doe) 
    );
    PSRAM_WRITER MW (   
        .clk(clk_i), 
        .rst_n(~rst_i), 
        .addr({adr_i[23:0]}), 
        .wr(mw_wr), 
        .size(size),
        .done(mw_done), 
        .line(wdata),
        .sck(mw_sck), 
        .ce_n(mw_ce_n), 
        .din(mw_din), 
        .dout(mw_dout), 
        .douten(mw_doe) 
    );
    assign sck  = wb_we ? mw_sck  : mr_sck;
    assign ce_n = wb_we ? mw_ce_n : mr_ce_n;
    assign dout = wb_we ? mw_dout : mr_dout;
    assign douten  = wb_we ? {4{mw_doe}}  : {4{mr_doe}};
    assign mw_din = din;
    assign mr_din = din;
    assign ack_o = wb_we ? mw_done :mr_done ;
endmodule
File: run.sh
#!/bin/bash
# OpenROAD 26Q1-2900-gdf79404cd8, Yosys 0.63+post, stock flow scripts
make -C /OpenROAD-flow-scripts/flow DESIGN_CONFIG=/design/flow/config.mk WORK_HOME=/design/flow/orfs finish
==> metrics.cfg <==
[worst_setup_path]
delay_of_the_slowest_cell_on_the_worst_path_ps=700
cp.arrival_ps=4420
crit_chain=clkdlybuf4s50_1 > nor2b_1 > a221oi_1 > a211oi_1 > a2111oi_0 > a2111oi_0 > o32ai_1 > clkdlybuf4s50_1
r2r.worst_path.cells=7
timing.critical_path.from_type=primary input
timing.critical_path.slowest_stage_cell=clkdlybuf4s50_1
critPathRequiredTime_ps=5200
crit_path_end=dout[3]
critical_path_stages=8
critical_path.max_fanout=12
critPathTopFamily=AND-OR/OR-AND gates
start_point_of_the_critical_path=sel_i[2]
worstReg2RegEnd=MR.counter[5]
crit-reg2reg-launch=MR.counter[1]
timing.critical_path.to_type=output pin
crit_buf_inv=2
worst-setup-path-type=in -> out
reg2reg_setup_slack_ps=3850

[clocking]
cts_resized=0
clockBufferDepth=2
cts_num_sinks=101
cts_setup_buffers=0
cts_tree=yes
clock_tree.root_cell=clkbuf_16
tritoncts.num_buffers=9
ctsHoldBuffers=0
cts_htree_levels=3
clock.latency.late_pin_ps=350
clock_pin_slew_on_the_worst_setup_and_hold_paths_ps=70

[floorplanning]
fp-utilization=0.415
fp.dieH_um=125
core_mm2=0.0147
floorplan.die_area_mm2=0.0157
die_x_um=125
number_of_standard_cell_rows_in_the_floorplan=44
floorplan.io_pins=120

[detailed_routing]
wl_per_cell_um=19.1
detail_route.antenna_diodes=0
drt_iter0_markers=379
wl_um=17100
vias_per_cell=5.85
route.vias.total=5237
antenna_violating_nets_post_route=0
dr.pass1.iters=20
remaining_drc_errors=0

[synth]
area_leaders=dfrtp_1, edfxtp_1, mux2_2, o21ai_0, nand2_1
postSynth.asyncResetShare=0.683
synth-edff-count=32
mapped_avg_cell_area_um2=9.96
ys.warnings.count=3
dominantRegCellSynth=dfrtp_1
synthDominantAreaCellType=dfrtp_1
number_of_synthesized_register_bits=101
synth.cells.most_frequent=dfrtp_1, nand2_1, o21ai_0
yosys-stat-area_mm2=0.00609
synth-cells-yosys=612
post_synth_seq_share=0.441
top_cell_area_share=0.275
top_cell=dfrtp_1
postSynthCellCount=612
synth.cell_area_mm2=0.00609
synth.distinct_cells=76

[grt]
grt.overflow.total=0
grt_antenna_before_repair=0
global_route.usage.total=0.232
grt_max_degree=40
grt_pass1_vias=5080
first_pass_grt_wire_length_um=27700

[final_timing]
setup-tns-final_ps=0
report.final.hold_viol_count=0
post-route-min-period_ps=5720
slew-limit-headroom=0.501
finalClockPeriodUsage=0.880
max_clock_freq_mhz=175
worst_clock_skew_ps=5.98
finalMaxSlewViolations=0
tightestPinTransition_ps=743
rsz0062_at_grt=no
finalSetupViolCount=0

[placed_design]
placedInstanceArea_mm2=0.00735
routabilityCongestion=0.908
place.detailed.hpwl_um=12600
count_of_port_buffers_added_during_placement=111

[min_path]
worstHoldPathType=reg -> reg

[layout]
synthToLayoutAreaGrowth_pct=25.5
post_route_cells_drive_above_1_share=0.146
post-route-cell-area_mm2=0.00765

[power_and_ir_drop]
vdd_ir_drop_max_mv=0.162
fin_total_pwr_mw=1.42
power_per_cell_area_mw_per_mm2=185
power.static_leakage_nw=3.02

[status]
outcome=completed

[job]
maxCapViolations=0
openroad.warnings=40

==> routing by layer <==
layer / vias to the layer above / global-route usage / wire, µm
li1: 2483 / - / -
met1: 2549 / 0.361 / 7660
met2: 187 / 0.360 / 8030
met3: 18 / 0.0454 / 1240
met4: 0 / 0.0265 / 197
met5: - / 0 / 0
==> placed cells by master, fill, tap and decap left out, drive strengths merged, types with 12 or more instances in the layout <==
cell type,synthesis,layout
clkdlybuf4s50,0,111
dfrtp,67,67
nand2,54,54
o21ai,50,50
mux2,48,48
edfxtp,32,32
nor2,29,29
a21oi,29,29
nand3,28,28
inv,22,26
buf,21,16
o211ai,13,13
a31oi,12,12
ha,12,12
==> cells by family after synthesis <==
group,Yosys count,share of synthesized area
adders and majority gates,12,0.0246
and+or+nand+nor,198,0.173
buffers and inverters,66,0.0507
muxes,62,0.120
DFF,101,0.441
xor gates and xnor gates,10,0.0144
AOI/OAI and AO/OA,163,0.176
==> worst min path at each step <==
stage	from	endpoint	slack, ps	cells past startpoint
after global routing	MR.saddr[11]	MR.saddr[11]	530	1
final	MR.saddr[17]	MR.saddr[17]	510	1
after CTS	MR.saddr[18]	MR.saddr[18]	510	1
==> layout make-up <==
| class | instances | area (µm²) |
|---|---|---|
| clock buffer | 10 | 239 |
| sequential | 101 | 2690 |
| multi-input combinational | 445 | 3120 |
| clock inverter | 6 | 53.8 |
| timing repair buffer | 127 | 1230 |
| inverter | 22 | 82.6 |
| tap | 184 | 230 |
| fill | 1267 | 7050 |
==> report_power, final <==
group / total [mW] / internal (mW) / switching [mW]
sequential: 0.703 / 0.677 / 0.0252
clock: 0.528 / 0.278 / 0.250
combinational: 0.187 / 0.0950 / 0.0919
total: 1.42 / 1.05 / 0.367
==> flip-flops by register name, summed over array words and instances (netlist names) <==
signal	cells
state	1
MR.counter	8
MW.counter	8
MR.sck	1
MR.state	1
MR.ce_n	1
MW.sck	1
MW.state	1
MW.saddr	24
MW.ce_n	1
MR.data	32
MR.saddr	22
==> through the flow <==
step	std cells	hold WS (ps)	utilization	setup slack (ps)
after floorplan	612	462	-	2070
after global placement	879	485	0.500	817
after detailed placement	879	495	0.500	773
after CTS	895	510	0.520	767
after global routing	895	533	0.520	541
final	895	510	0.520	779
