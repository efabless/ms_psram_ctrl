`design/flow/design.v`:
```
`timescale              1ns/1ps
`default_nettype        none
module PSRAM_READER (
    input   wire            clk,
    input   wire            rst_n,
    input   wire [23:0]     addr,
    input   wire            rd,
    input   wire [2:0]      size,
    output  wire            done,
    output  wire [31:0]     line,      
    output  reg             sck,
    output  reg             ce_n,
    input   wire [3:0]      din,
    output  wire [3:0]      dout,
    output  wire            douten
);
    localparam  IDLE = 1'b0, 
                READ = 1'b1;
    wire [7:0]  FINAL_COUNT = 19 + size*2;  
    reg         state, nstate;
    reg [7:0]   counter;
    reg [23:0]  saddr;
    reg [7:0]   data [3:0]; 
    wire[7:0]   CMD_EBH = 8'heb;
    always @*
        case (state)
            IDLE: if(rd) nstate = READ; else nstate = IDLE;
            READ: if(done) nstate = IDLE; else nstate = READ;
        endcase 
    always @ (posedge clk or negedge rst_n)
        if(!rst_n) state = IDLE;
        else state <= nstate;
    always @ (posedge clk or negedge rst_n)
        if(!rst_n) 
            sck <= 1'b0;
        else if(~ce_n) 
            sck <= ~ sck;
        else if(state == IDLE) 
            sck <= 1'b0;
    always @ (posedge clk or negedge rst_n)
        if(!rst_n) 
            ce_n <= 1'b1;
        else if(state == READ) 
            ce_n <= 1'b0;
        else 
            ce_n <= 1'b1;
    always @ (posedge clk or negedge rst_n)
        if(!rst_n) 
            counter <= 8'b0;
        else if(sck & ~done) 
            counter <= counter + 1'b1;
        else if(state == IDLE) 
            counter <= 8'b0;
    always @ (posedge clk or negedge rst_n)
        if(!rst_n) 
            saddr <= 24'b0;
        else if((state == IDLE) && rd) 
            saddr <= {addr[23:0]};
    wire[7:0] byte_index = counter/2 - 10;
    always @ (posedge clk)
        if(counter >= 20 && counter <= FINAL_COUNT)
            if(sck) 
                data[byte_index] <= {data[byte_index][3:0], din};  
    assign dout     =   (counter < 8)   ?   CMD_EBH[7 - counter]:
                        (counter == 8)  ?   saddr[23:20]        : 
                        (counter == 9)  ?   saddr[19:16]        :
                        (counter == 10) ?   saddr[15:12]        :
                        (counter == 11) ?   saddr[11:8]         :
                        (counter == 12) ?   saddr[7:4]          :
                        (counter == 13) ?   saddr[3:0]          :
                        4'h0;    
    assign douten   = (counter < 14);
    assign done     = (counter == FINAL_COUNT+1);
    generate
        genvar i; 
        for(i=0; i<4; i=i+1)
            assign line[i*8+7: i*8] = data[i];
    endgenerate
endmodule
module PSRAM_WRITER (
    input   wire            clk,
    input   wire            rst_n,
    input   wire [23:0]     addr,
    input   wire [31: 0]    line,
    input   wire [2:0]      size,
    input   wire            wr,
    output  wire            done,
    output  reg             sck,
    output  reg             ce_n,
    input   wire [3:0]      din,
    output  wire [3:0]      dout,
    output  wire            douten
);
    localparam  DATA_START = 14;
    localparam  IDLE = 1'b0, 
                READ = 1'b1;
    wire[7:0]        FINAL_COUNT = 13 + size*2;
    reg         state, nstate;
    reg [7:0]   counter;
    reg [23:0]  saddr;
    reg [7:0]   data [3:0]; 
    wire[7:0]   CMD_38H = 8'h38;
    always @*
        case (state)
            IDLE: if(wr) nstate = READ; else nstate = IDLE;
            READ: if(done) nstate = IDLE; else nstate = READ;
        endcase 
    always @ (posedge clk or negedge rst_n)
        if(!rst_n) state = IDLE;
        else state <= nstate;
    always @ (posedge clk or negedge rst_n)
        if(!rst_n) 
            sck <= 1'b0;
        else if(~ce_n) 
            sck <= ~ sck;
        else if(state == IDLE) 
            sck <= 1'b0;
    always @ (posedge clk or negedge rst_n)
        if(!rst_n) 
            ce_n <= 1'b1;
        else if(state == READ) 
            ce_n <= 1'b0;
        else 
            ce_n <= 1'b1;
    always @ (posedge clk or negedge rst_n)
        if(!rst_n) 
            counter <= 8'b0;
        else if(sck & ~done) 
            counter <= counter + 1'b1;
        else if(state == IDLE) 
            counter <= 8'b0;
    always @ (posedge clk or negedge rst_n)
        if(!rst_n) 
            saddr <= 24'b0;
        else if((state == IDLE) && wr) 
            saddr <= addr;
    assign dout     =   (counter < 8)   ?   CMD_38H[7 - counter]:
                        (counter == 8)  ?   saddr[23:20]        : 
                        (counter == 9)  ?   saddr[19:16]        :
                        (counter == 10) ?   saddr[15:12]        :
                        (counter == 11) ?   saddr[11:8]         :
                        (counter == 12) ?   saddr[7:4]          :
                        (counter == 13) ?   saddr[3:0]          :
                        (counter == 14) ?   line[7:4]           :
                        (counter == 15) ?   line[3:0]           :
                        (counter == 16) ?   line[15:12]         :
                        (counter == 17) ?   line[11:8]          :
                        (counter == 18) ?   line[23:20]         :
                        (counter == 19) ?   line[19:16]         :
                        (counter == 20) ?   line[31:28]         :
                        line[27:24];               
    assign douten   = (~ce_n);
    assign done     = (counter == FINAL_COUNT);
endmodule
`timescale              1ns/1ps
`default_nettype        none
module EF_PSRAM_CTRL_ahbl (
    input   wire            HCLK,
    input   wire            HRESETn,
    input   wire            HSEL,
    input   wire [31:0]     HADDR,
    input   wire [31:0]     HWDATA,
    input   wire [1:0]      HTRANS,
    input   wire [2:0]      HSIZE,
    input   wire            HWRITE,
    input   wire            HREADY,
    output  reg             HREADYOUT,
    output  wire [31:0]     HRDATA,
    output  wire            sck,
    output  wire            ce_n,
    input   wire [3:0]      din,
    output  wire [3:0]      dout,
    output  wire [3:0]      douten     
);
    localparam  ST_IDLE = 1'b0,
                ST_WAIT = 1'b1;
    wire        mr_sck; 
    wire        mr_ce_n; 
    wire [3:0]  mr_din; 
    wire [3:0]  mr_dout; 
    wire        mr_doe;
    wire        mw_sck; 
    wire        mw_ce_n; 
    wire [3:0]  mw_din; 
    wire [3:0]  mw_dout; 
    wire        mw_doe;
    wire        mr_rd;
    wire        mr_done;
    wire        mw_wr;
    wire        mw_done;
    wire        doe;
    reg         state, nstate;
    reg         last_HSEL;
    reg [31:0]  last_HADDR;
    reg         last_HWRITE;
    reg [1:0]   last_HTRANS;
    reg [2:0]   last_HSIZE;
    wire [2:0]  size =  (last_HSIZE == 0) ? 1 :
                        (last_HSIZE == 1) ? 2 :
                        (last_HSIZE == 2) ? 4 : 4;
    wire        ahb_addr_phase  = HTRANS[1] & HSEL & HREADY;
    always@ (posedge HCLK) begin
        if(HREADY) begin
            last_HSEL       <= HSEL;
            last_HADDR      <= HADDR;
            last_HWRITE     <= HWRITE;
            last_HTRANS     <= HTRANS;
            last_HSIZE      <= HSIZE;
        end
    end
    always @ (posedge HCLK or negedge HRESETn)
        if(HRESETn == 0) 
            state <= ST_IDLE;
        else 
            state <= nstate;
    always @* begin
        case(state)
            ST_IDLE :   
                if(ahb_addr_phase) 
                    nstate = ST_WAIT;
                else
                    nstate = ST_IDLE;
            ST_WAIT :   
                if((mw_done & last_HWRITE) | (mr_done & ~last_HWRITE))   
                    nstate = ST_IDLE;
                else
                    nstate = ST_WAIT; 
        endcase
    end
    always @(posedge HCLK or negedge HRESETn)
        if(!HRESETn) 
            HREADYOUT <= 1'b1;
        else
            case (state)
                ST_IDLE :   
                    if(ahb_addr_phase) 
                        HREADYOUT <= 1'b0;
                    else 
                        HREADYOUT <= 1'b1;
                ST_WAIT :   
                    if((mw_done & last_HWRITE) | (mr_done & ~last_HWRITE))  
                        HREADYOUT <= 1'b1;
                    else 
                        HREADYOUT <= 1'b0;
            endcase
    assign mr_rd    = ( ahb_addr_phase & (state==ST_IDLE ) & ~HWRITE );
    assign mw_wr    = ( ahb_addr_phase & (state==ST_IDLE ) & HWRITE );
    PSRAM_READER MR (   
        .clk(HCLK), 
        .rst_n(HRESETn), 
        .addr({HADDR[23:0]}), 
        .rd(mr_rd), 
        .size(size),
        .done(mr_done), 
        .line(HRDATA),
        .sck(mr_sck), 
        .ce_n(mr_ce_n), 
        .din(mr_din), 
        .dout(mr_dout), 
        .douten(mr_doe) 
    );
    PSRAM_WRITER MW (   
        .clk(HCLK), 
        .rst_n(HRESETn), 
        .addr({HADDR[23:0]}), 
        .wr(mw_wr), 
        .size(size),
        .done(mw_done), 
        .line(HWDATA),
        .sck(mw_sck), 
        .ce_n(mw_ce_n), 
        .din(mw_din), 
        .dout(mw_dout), 
        .douten(mw_doe) 
    );
    assign sck  = last_HWRITE ? mw_sck  : mr_sck;
    assign ce_n = last_HWRITE ? mw_ce_n : mr_ce_n;
    assign dout = last_HWRITE ? mw_dout : mr_dout;
    assign douten  = last_HWRITE ? {4{mw_doe}}  : {4{mr_doe}};
    assign mw_din = din;
    assign mr_din = din;
endmodule
```
`design/flow/run.sh`:
```
#!/bin/bash
# OpenROAD 26Q1-2900-gdf79404cd8, Yosys 0.63+post, stock flow scripts
make -C /OpenROAD-flow-scripts/flow DESIGN_CONFIG=/design/flow/config.mk WORK_HOME=/design/flow/orfs finish
```
`design/flow/config.mk`:
```
export PLATFORM = sky130hd
export DESIGN_NAME = EF_PSRAM_CTRL_ahbl
export DESIGN_NICKNAME = EF_PSRAM_CTRL_ahbl
export VERILOG_FILES = /design/flow/design.v
export SDC_FILE = /design/flow/constraint.sdc
export NUM_CORES = 4
export LEC_CHECK = 1
export CORE_UTILIZATION = 30
```
`design/flow/constraint.sdc`:
```
current_design EF_PSRAM_CTRL_ahbl

set clk_period 6.9
set clk_io_pct 0.2

create_clock -name clk0 -period $clk_period [get_ports {HCLK}]

set non_clock_inputs [all_inputs -no_clocks]
set_input_delay [expr $clk_period * $clk_io_pct] -clock clk0 $non_clock_inputs
set_output_delay [expr $clk_period * $clk_io_pct] -clock clk0 [all_outputs]
```
==> run summary <==
WHS - 0.442 ns
CTS max path bufs - 2
Critical path capture point - dout[0]
Post-synth EDFFs - 36
Layout area overhead - 27.4%
Port bufs - 111
Final setup viols - 0
Placement Setup Slack - 1.98 ns
Synth Area in Simple Gates - 14.0%
Syn Area/Cell - 10.9 sq um
XORs/XNORs by Area - 1.06%
Late-Pin Clk Latency - 0.35 ns
Ys cells - 529
Synth logic family - AND-OR/OR-AND gates
Maxcap violations - 0
Num rows - 50
R2R setup slack - 3.96 ns
Complex Gates by Area - 15.6%
Final ANT Viol Nets - 0
Post-route cell area - 0.00736 sq mm
Vias - 4496
Crit path DAT - 3.53 ns
Pin count of the biggest net entering global routing - 43
Sum Neg Setup Slack - 0 ns
Final std cells w/o fill - 859
Chip Width - 141 microns
Util after Layout - 39.2%
Post-route minimum period - 4.91 ns
Rel. slew slack - 36.9%
First-pass GRT wire length - 24100 microns
Crit path required time - 5.52 ns
PD cells - 300 mW/mm^2
Seq pwr share - 43.4%
Clock Skews - 0.00785 ns
Slew Viols, Final - 0
Clock share of power - 22.8%
Initial antenna violation count - 0
TritonRoute pass-1 iters - 4
VDD IR max - 0.160 mV
Core Box Area - 0.0188 sq mm
Combinational Power Share - 33.8%
Crit path from - HWDATA[24]
CTS tree - built
Final Routed Wirelength - 15500 microns
Dpl cell area - 0.00707 sq mm
Adder share - 3.25%
Setup CP Type - in -> out
Clock root buffer - clkbuf_16
Layout cell share with drive strength beyond 1 - 14.9%
Sw frac - 36.1%
CP max FO - 4
DP Cell Count - 843
Vias per cell - 5.23
Initial Util - 30.8%
Seq/Total Area, Yosys - 49.9%
Worst Hold Class - reg -> reg
H-tree depth - 3
RSZ-0062 raised after global routing - false
R2R cell count - 8
Post-CTS Setup Inserts - 0
TritonCTS Buffers - 9
Leak Pwr - 2.94 nW
Starting DRT DRC Count - 373
All-Layer GR Usage - 16.1%
Avg WL per Cell - 18.0 microns
Post-Syn Instances - 529
Clock Sinks - 108
N_diodes - 0
Worst-Margin Slew - 0.947 ns
Critical Path End Type - output port
GP Congestion - 0.883
I/O pin total - 121
Ys async rst share - 66.7%
Final Hold Fails - 0
Sw Pwr - 0.797 mW
Yosys chip area - 0.00578 sq mm
Fillers - 1793
# resized after CTS - 0
Hold-fix buffers at CTS - 0
R2r endpoint - MR.counter[5]
Vias in the first global route - 4349
Final worst slack - 1.99 ns
DRC - 0
Grt ovf - 0
Design Power - 2.21 mW
Status - complete, no violations
R2r startpoint - last_HSIZE[2]
Cycle use final - 71.2%
Mapped Area - 0.00578 sq mm
Placed wire-length estimate - 11400 microns
Ys Warns - 3
Clock transition at path regs - 0.07 ns
Netlist cell types - 67
Vertical die size - 141 microns
Tool Warnings - 42
Ys flops - 108
Fmax - 204 MHz
Commonest flop - dfrtp_1
Internal power - 1.41 mW
Crit path launch type - input port
Total Die Area - 0.0198 sq mm
Min-Delay Startpoint - state
MUX share of area - 12.2%
-- Yosys cell counts (5+ instances only) --
cell type  number  area, sq um
nor2_1         20         75.1
dfrtp_1        69         1730
buf_2           5         25.0
o22ai_1         9         56.3
nand2b_1        7         43.8
edfxtp_1       36         1080
a21o_1          7         52.6
a211oi_1        6         45.0
mux2_2         50          563
nor3b_1         5         37.5
clkbuf_1       27          101
ha_1           15          188
nand3_1        24          120
nor3_1          7         35.0
o31ai_1         5         37.5
and3_1         12         75.1
inv_1          18         67.6
nand2_1        32          120
nand3b_1        5         37.5
a21oi_1        26          130
a31oi_1         8         50.1
nor2b_1         7         43.8
o21ai_0        34          170
mux2i_1         5         50.1
-- routing by layer --
layer	part of all wire [%]	global-route usage, %	routed length, microns	up-vias
li1	-	-	-	2164
met1	47	25.3	7330	2194
met2	47	24.5	7210	130
met3	5.0	3.74	775	8
met4	0.91	1.20	140	0
met5	0	0	0	-
-- sequential cells by signal, summed over array words and instances (netlist names), 3 cells and up --
signal and flops:
MR.data 32, MR.saddr 24, MW.saddr 24, MR.counter 8
MW.counter 8, last_HSIZE 3
-- critical path: stages --
cell and delay, ns:
clkdlybuf4s50_1 0.54, mux2i_1 0.09, o21ai_0 0.14, a21oi_1 0.05, or3_1 0.35, a31oi_1 0.27, o32a_1 0.22, clkdlybuf4s50_1 0.48
-- final cells by class --
class,instances,area [sq um],share of cell area [%]
repair buffers,117,1150,15.6
clock buffers,10,239,3.25
flip-flops and latches,108,2890,39.2
inverters,19,71.3,0.969
well taps,234,293,3.98
clock inverters,6,56.3,0.765
multi-input cells,365,2670,36.2
-- layout by cell type, fill, tap and decap left out, types with 5 or more instances in the layout --
cell / synthesis / routed
o22ai_1: 9 / 9
nor2b_1: 7 / 7
nand3b_1: 5 / 5
nor3_1: 7 / 7
o21ai_0: 34 / 34
a21oi_1: 26 / 26
a211oi_1: 6 / 6
nand3_1: 24 / 24
nor3b_1: 5 / 5
clkbuf_16: 0 / 9
nor2_1: 20 / 20
dfrtp_1: 69 / 69
edfxtp_1: 36 / 36
ha_1: 15 / 15
clkdlybuf4s50_1: 0 / 110
mux2i_1: 5 / 5
and3_1: 12 / 12
nand2b_1: 7 / 7
nand2_1: 32 / 32
buf_4: 3 / 6
o31ai_1: 5 / 5
a31oi_1: 8 / 8
inv_1: 18 / 18
a21o_1: 7 / 7
mux2_2: 50 / 50
-- kinds of logic (layout without fill, tap and decap cells) --
| logic type | after synthesis | after routing |
|---|---|---|
| AND/OR/NAND/NOR | 148 | 148 |
| multiplexers | 59 | 59 |
| adder cells (fa/ha/maj) | 15 | 15 |
| other | 1 | 1 |
| XOR/XNOR | 7 | 7 |
| buffers and inverters | 56 | 152 |
| flip-flops | 108 | 108 |
| AND-OR/OR-AND | 135 | 135 |
-- how the worst min path moves through the flow --
stage	to	slack (ns)	depth (start not counted)
4_1_cts	HREADYOUT	0.44	1
5_1_grt	HREADYOUT	0.48	1
6_report	HREADYOUT	0.44	1
-- power by group through the flow --
stage / logic, mW / registers [mW] / clock network [mW]
4_1_cts: 0.741 / 0.958 / 0.518
5_1_grt: 0.821 / 0.979 / 0.544
6_report: 0.747 / 0.958 / 0.503
Power figures rest on the tool's default switching activity, not on a simulated workload.
